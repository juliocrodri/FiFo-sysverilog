`/design/flow/run.sh`:
```
#!/bin/bash
# OpenROAD 26Q1-2900-gdf79404cd8, Yosys 0.63+post, stock flow scripts
make -C /OpenROAD-flow-scripts/flow DESIGN_CONFIG=/design/flow/config.mk WORK_HOME=/design/flow/orfs finish
```
`/design/flow/config.mk`:
```
export PLATFORM = sky130hd
export DESIGN_NAME = fifo_top
export DESIGN_NICKNAME = fifo_top
export VERILOG_FILES = /design/flow/design.v
export SDC_FILE = /design/flow/constraint.sdc
export NUM_CORES = 4
export LEC_CHECK = 1
export CORE_UTILIZATION = 40
```
`/design/flow/constraint.sdc`:
```
current_design fifo_top

set clk_period 5.4
set clk_io_pct 0.2

create_clock -name clk0 -period $clk_period [get_ports {RCLK}]
create_clock -name clk1 -period $clk_period [get_ports {WCLK}]

set non_clock_inputs [all_inputs -no_clocks]
set_input_delay [expr $clk_period * $clk_io_pct] -clock clk0 $non_clock_inputs
set_output_delay [expr $clk_period * $clk_io_pct] -clock clk0 [all_outputs]
```
`/design/flow/design.v`:
```
`timescale 1ps/1ps
module empty_flag_logic (CLK,READ_ENA,READ_PTR,WRITE_PTR,EMPTY);
	parameter WIDTH =8 ;	 
   	input 	CLK,READ_ENA;
	input 	[WIDTH-1:0] READ_PTR, WRITE_PTR;
	output 	reg EMPTY;
	reg [WIDTH-1:0] WRITE_PTR_SYNCD;
	synchronizer #(.WIDTH(WIDTH-1)) CNTSYNC(CLK,WRITE_PTR,WRITE_PTR_SYNCD);
always @(posedge CLK) begin
	if(READ_PTR[WIDTH-1] == WRITE_PTR_SYNCD[WIDTH-1]) begin
		if (READ_PTR[WIDTH-2:0] == WRITE_PTR_SYNCD[WIDTH-2:0 ] )
			EMPTY<=1'b1;
		else
			EMPTY<=1'b0;
		end
	else
		EMPTY<=1'b0;
end 
endmodule
`timescale 1ps/1ps
module fifo_memory (WCLK,WDATA,W_ADDR,W_EN,RCLK,R_EN,R_ADDR,RDATA);
	parameter DATA_WIDTH = 8 ;
	parameter ADDR_WIDTH = 8 ;
   	input 	WCLK,RCLK,W_EN,R_EN;
	input 	[DATA_WIDTH-1:0] WDATA;
	input	[ADDR_WIDTH-1:0] W_ADDR;
	input	[ADDR_WIDTH-1:0] R_ADDR;
	output	reg [DATA_WIDTH-1:0] RDATA;
	reg [DATA_WIDTH-1:0] MEM [2**ADDR_WIDTH -1 :0];
always @(posedge WCLK) begin
	if(W_EN)
	MEM[W_ADDR] <= WDATA;
end
always @(posedge RCLK) begin
	if (R_EN)
	RDATA<=MEM[R_ADDR];
	else
	RDATA<=RDATA; 
end 
endmodule
`timescale 1ps/1ps
module fifo_read(CLK,RST,INC,W_PTR,EMPTY_FLAG,ADDR_OUT,R_PTR);
	parameter WIDTH =8 ;	 
   	input CLK,RST,INC; 
	input [WIDTH-1:0] W_PTR;
	output EMPTY_FLAG;  
   	output reg [WIDTH-2:0] ADDR_OUT;
	output reg [WIDTH-1:0] R_PTR;
	reg FULL;
	pointer_gen #(.WIDTH(WIDTH)) RADDR (CLK,RST,EMPTY_FLAG,INC,ADDR_OUT,R_PTR);
	empty_flag_logic #(.WIDTH(WIDTH)) EMPTY_LOGIC (CLK,INC,R_PTR,W_PTR,EMPTY_FLAG);
endmodule
`timescale 1ps/1ps
module fifo_top(WCLK,W_RST,W_INC,WDATA,WFULL,RCLK,R_RST,R_INC,REMPTY,RDATA);
	parameter DATA_WIDTH = 8;
	parameter ADDR_WIDTH = 5; 
	input WCLK,W_RST,W_INC;
	input [DATA_WIDTH-1:0] WDATA;
	input RCLK,R_RST,R_INC;
	output WFULL,REMPTY;
	output [DATA_WIDTH-1:0] RDATA;
	wire [ADDR_WIDTH-1:0] R_PTR,W_PTR;
	wire [ADDR_WIDTH-2:0] R_ADDR,W_ADDR;
	fifo_read #(.WIDTH(ADDR_WIDTH))	TO_RECERIVER(RCLK,R_RST,R_INC,W_PTR,REMPTY,R_ADDR,R_PTR);
	fifo_memory #(.DATA_WIDTH(DATA_WIDTH),
	.ADDR_WIDTH(ADDR_WIDTH-1)) MEMORY(WCLK,WDATA,W_ADDR,{W_INC&!WFULL},RCLK,{R_INC&!REMPTY},R_ADDR,RDATA);
	fifo_write #(.WIDTH(ADDR_WIDTH)) TO_TRANSMITTER(WCLK,W_RST,W_INC,R_PTR,WFULL,W_ADDR,W_PTR);
endmodule
`timescale 1ps/1ps
module fifo_write(CLK,RST,INC,R_PTR,FULL_FLAG,ADDR_OUT,W_PTR);
	parameter WIDTH =8 ;	 
   	input CLK,RST,INC; 
	input [WIDTH-1:0] R_PTR;
	output FULL_FLAG;  
   	output reg [WIDTH-2:0] ADDR_OUT;
	output reg [WIDTH-1:0] W_PTR;
	reg FULL;
	pointer_gen #(.WIDTH(WIDTH)) WADDR (CLK,RST,FULL_FLAG,INC,ADDR_OUT,W_PTR);
	full_flag_logic #(.WIDTH(WIDTH)) FULL_LOGIC (CLK,INC,W_PTR,R_PTR,FULL_FLAG);
endmodule
`timescale 1ps/1ps
module full_flag_logic (CLK,WRITE_ENA,WRITE_PTR,READ_PTR,FULL);
	parameter WIDTH =8 ;	 
   	input 	CLK,WRITE_ENA;
	input 	[WIDTH-1:0] READ_PTR, WRITE_PTR;
	output 	reg FULL;
	reg [WIDTH-1:0] READ_PTR_SYNCD;
	synchronizer #(.WIDTH(WIDTH-1)) CNTSYNC(CLK,WRITE_PTR,READ_PTR_SYNCD);
always @(posedge CLK) begin
	if(WRITE_PTR[WIDTH-1] == READ_PTR_SYNCD[WIDTH-1]) 
		FULL<=1'b0;
	else
		if (WRITE_PTR[WIDTH-2:0] == READ_PTR_SYNCD[WIDTH-2:0])
		FULL<=1'b1;
		else
		FULL<=1'b0;
end 
endmodule
`timescale 1ps/1ps
module pointer_gen(CLK,RST,FLAG,INC,ADDR_OUT,GRAY_OUT);
	parameter WIDTH =8 ;	 
   	input CLK,RST,FLAG,INC;
   	output reg [WIDTH-2:0] ADDR_OUT;
	output reg [WIDTH-1:0] GRAY_OUT;
	reg [WIDTH-1:0] B_REG;
	reg [WIDTH-1:0] G_REG;
	reg [WIDTH-1:0] BNEXT;
	reg [WIDTH-1:0] GNEXT;
assign GNEXT[WIDTH-1:0] = BNEXT[WIDTH-1:0] ^ {1'b0,BNEXT[WIDTH-1:1]};
always @(posedge CLK or negedge RST) begin
	if (!RST) begin 
		B_REG<={WIDTH{1'b0}};
		G_REG<={WIDTH{1'b0}};
		BNEXT<=0;
	end
	else begin
		if(INC & !FLAG)
		BNEXT<=B_REG+1;
		else
		BNEXT<=BNEXT;
	B_REG<=BNEXT;
	G_REG<=GNEXT;
	ADDR_OUT<=B_REG[WIDTH-2:0];
	GRAY_OUT<=G_REG[WIDTH-1:0];
	end
end
endmodule
`timescale 1ps/1ps
module synchronizer(CLK,D_In,D_Out); 
   	parameter WIDTH = 8 ;
	input	CLK;
	input		[WIDTH:0] D_In;
   	output reg 	[WIDTH:0] D_Out;
   	reg  		[WIDTH:0] Q; 
always @(posedge CLK) begin
		Q<=D_In;
 		D_Out<=Q;
end 
endmodule
```
==> Changelog: implementation <==
### Implementation results

* Layout cells sized above 1 at 0.147
* WS Path Type: in2reg
* P&R area growth vs syn at 16.3%
* CP startpoint kind: input port
* Post-synth seq share at 0.788
* Mean Syn Cell Area at 20.5 um^2
* Switch Pwr at 1030 uW
* # diodes at 0
* Die H at 137 um
* Reg2reg path depth at 3
* Met3 usage at 0.102
* Yosys warning tally at 6
* CTS sink count at 204
* CTS tree: done
* Register Area at 0.00577 mm^2
* RSZ-0062 raised after global routing: false
* Post-synthesis cell type count at 27
* Grt ovf at 0
* OpenROAD warnings at 26
* Initial antenna violation count at 0
* Gr busiest metal: met2
* Max VDD drop at 413 uV
* Logic area at 0.00146 mm^2
* IO Port Bufs at 22
* Asr flop ratio synth at 0.137
* Fp_density at 0.407
* ANT nets after route at 0
* Worst setup path end: MEMORY.MEM[0][7]
* DP Worst Slack at 2.02 ns
* R2R Setup Slk at 3.16 ns
* Internal at 3070 uW
* DRC at 0
* Via Count at 3335
* Vias in the first global route at 3554
* Most used flip-flop cell: edfxtp_1
* Global Route Usage Sum at 0.167
* Routed wire length at 13600 um
* Worst Setup SP: W_INC
* Slew Limit Fails at 0
* Pin count of the biggest net entering global routing at 33
* Reg2Reg Capture Point: MEMORY.MEM[0][7]
* Routing usage on met1 at 0.224
* Register clock-pin slew on the reported worst setup and hold paths at 0.07 ns
* Setup TNS at 0 ns
* Detailed placement HPWL at 8760 um
* Layout Skew at 0.00691 ns
* FF-to-FF Start: TO_TRANSMITTER.FULL_LOGIC.FULL
* Final setup fails at 0
* Worst rel slew slack at 0.344
* Core ar. at 0.0180 mm^2
* Hold buffer count at cts at 0
* Chip area at 0.0188 mm^2
* Gate Count Post-Synth at 357
* Gpl congestion at 0.851
* Die Width at 137 um
* Combinational share of power at 0.133
* Pre-antenna DRT Iters at 4
* EDFF count, synth at 154
* Synth Cell Area at 0.00732 mm^2
* Leak at 0.00298 uW
* Vias per std cell at 5.19
* Met2 usage at 0.252
* Share of power burned in the clock network at 0.349
* Measured slew at the worst slew-check pin at 0.977 ns
* Worst hold path type: reg2reg
* FF+latch count, synth at 204
* WL/cell at 21.1 um
* CP Capture Type: register
* Setup ws final at 2.44 ns
* Postcts setup bufs at 0
* Final hold viol count at 0
* Yosys Instances at 357
* Final-layout fill cell count at 1438
* Row cnt at 49
* Crit path required time at 5.44 ns
* Hold Slack at 0.327 ns
* Sw Share at 0.251
* Outcome: finished clean
* Worst Path Arrival at 3.00 ns
* # IOs at 24
* Max-cap check violation count at 0
* DRT iter0 DRCs at 273
* Chip area line of the yosys report at 0.00732 mm^2
* Reg power frac at 0.518
* P per Cell Area at 481 mW/mm^2
* Crit Path Max Fanout at 10
* Total power at 4100 uW
* First-pass GRT wire length at 20400 um
* Post-CTS Resized at 0
critical path, stage by stage:
cell	delay, ns
clkdlybuf4s50_1	0.48
nand2b_1	0.19
or3_1	0.46
nor3_1	0.78
how the worst min path moves through the flow:
stage | from | end | slack, ns | cells past startpoint
4_1_cts | TO_RECERIVER.EMPTY_LOGIC.CNTSYNC.Q[0] | TO_RECERIVER.EMPTY_LOGIC.CNTSYNC.D_Out[0] | 0.33 | 0
5_1_grt | TO_RECERIVER.EMPTY_LOGIC.CNTSYNC.Q[1] | TO_RECERIVER.EMPTY_LOGIC.CNTSYNC.D_Out[1] | 0.34 | 0
6_report | TO_RECERIVER.EMPTY_LOGIC.CNTSYNC.Q[0] | TO_RECERIVER.EMPTY_LOGIC.CNTSYNC.D_Out[0] | 0.33 | 0
per-stage QoR:
stage | std cells | instance area (um^2) | util
6_report | 643 | 8510 | 0.474
5_1_grt | 643 | 8510 | 0.474
4_1_cts | 643 | 8510 | 0.474
3_5_place_dp | 603 | 7780 | 0.433
3_3_place_gp | 603 | 7780 | 0.433
2_1_floorplan | 357 | 7320 | -
power groups by stage:
stage / Clock [uW] / Combinational [uW] / Sequential [uW]
5_1_grt: 1530 / 600 / 2150
4_1_cts: 1460 / 550 / 2130
6_report: 1430 / 543 / 2120
cells in the final DEF (no fill, tap or decap):
cell type | netlist | layout
clkdlybuf4s50_1 | 0 | 22
inv_6 | 0 | 5
nand2b_1 | 4 | 4
o21ai_0 | 8 | 8
clkinvlp_4 | 0 | 1
clkbuf_1 | 2 | 1
clkbuf_16 | 0 | 24
clkinv_2 | 0 | 3
inv_1 | 1 | 1
nand3_1 | 7 | 7
nor2b_1 | 2 | 2
nor2_1 | 13 | 13
or3_1 | 1 | 1
mux4_2 | 14 | 14
mux4_1 | 18 | 18
clkinv_4 | 0 | 3
a22oi_1 | 16 | 16
nand3b_1 | 2 | 2
edfxtp_1 | 154 | 154
nand2_1 | 20 | 20
inv_4 | 0 | 1
dfxtp_1 | 22 | 22
ha_1 | 2 | 2
inv_8 | 0 | 2
dfrtp_1 | 28 | 28
buf_4 | 1 | 7
and2b_1 | 1 | 1
and2_1 | 1 | 1
nor3_1 | 6 | 6
mux2_2 | 1 | 1
xor2_1 | 17 | 17
xnor2_1 | 7 | 7
synthesized netlist by cell type (3+ instances only):
| cell type | count | share of area |
|---|---|---|
| a22oi_1 | 16 | 0.016 |
| buf_2 | 3 | 0.0021 |
| buf_6 | 3 | 0.0046 |
| clkdlybuf4s25_2 | 3 | 0.0041 |
| dfrtp_1 | 28 | 0.096 |
| dfxtp_1 | 22 | 0.060 |
| edfxtp_1 | 154 | 0.63 |
| mux4_1 | 18 | 0.065 |
| mux4_2 | 14 | 0.043 |
| nand2_1 | 20 | 0.010 |
| nand2b_1 | 4 | 0.0034 |
| nand3_1 | 7 | 0.0048 |
| nor2_1 | 13 | 0.0067 |
| nor3_1 | 6 | 0.0041 |
| o21ai_0 | 8 | 0.0055 |
| xnor2_1 | 7 | 0.0084 |
| xor2_1 | 17 | 0.020 |
sequential cells by signal (all words and copies together) (netlist names):
name	flops
TO_RECERIVER.EMPTY_LOGIC.EMPTY	1
TO_TRANSMITTER.WADDR.BNEXT	5
TO_RECERIVER.RADDR.BNEXT	5
TO_TRANSMITTER.WADDR.B_REG	5
TO_RECERIVER.RADDR.B_REG	5
TO_TRANSMITTER.FULL_LOGIC.FULL	1
TO_RECERIVER.RADDR.ADDR_OUT	4
TO_RECERIVER.EMPTY_LOGIC.CNTSYNC.Q	5
TO_TRANSMITTER.FULL_LOGIC.CNTSYNC.D_Out	5
MEMORY.MEM	128
TO_RECERIVER.RADDR.GRAY_OUT	5
TO_TRANSMITTER.WADDR.G_REG	4
TO_RECERIVER.RADDR.G_REG	4
TO_TRANSMITTER.WADDR.ADDR_OUT	4
TO_TRANSMITTER.WADDR.GRAY_OUT	5
MEMORY.RDATA	8
TO_TRANSMITTER.FULL_LOGIC.CNTSYNC.Q	5
TO_RECERIVER.EMPTY_LOGIC.CNTSYNC.D_Out	5
area by class of cell:
| class | count | share of cell area |
|---|---|---|
| Sequential cell | 204 | 0.677 |
| Multi-Input combinational cell | 140 | 0.171 |
| Clock buffer | 25 | 0.0710 |
| Tap cell | 229 | 0.0337 |
| Timing Repair Buffer | 29 | 0.0320 |
| Clock inverter | 15 | 0.0143 |
| Inverter | 1 | 0.000441 |
cell families (layout without fill, tap and decap cells):
group	Yosys count	in the layout	share of synthesized area
xor gates and xnor gates	24	24	0.0287
DFF	204	204	0.788
and+or+nand+nor	57	57	0.0357
AOI/OAI and AO/OA	24	24	0.0219
muxes	33	33	0.109
adders and majority gates	2	2	0.00342
buffers and inverters	13	70	0.0133
layer usage:
metal  share of wire  routed length (um)
met5               0                   0
met4           0.017                 234
met3            0.11                1560
met2            0.49                6590
met1            0.38                5200
Power figures rest on the tool's default switching activity, not on a simulated workload.
